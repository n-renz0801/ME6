==> /design/flow/run.sh <==
#!/bin/bash
# OpenROAD 26Q1-2900-gdf79404cd8, Yosys 0.63+post, stock flow scripts
make -C /OpenROAD-flow-scripts/flow DESIGN_CONFIG=/design/flow/config.mk WORK_HOME=/design/flow/orfs finish
==> /design/flow/config.mk <==
export PLATFORM = sky130hd
export DESIGN_NAME = ssd_driver
export DESIGN_NICKNAME = ssd_driver
export VERILOG_FILES = /design/flow/design.v
export SDC_FILE = /design/flow/constraint.sdc
export NUM_CORES = 4
export LEC_CHECK = 1
export CORE_AREA = 10 10 98 98
export DIE_AREA = 0 0 108 108
==> /design/flow/constraint.sdc <==
current_design ssd_driver

set clk_period 6.6
set clk_io_pct 0.2

create_clock -name clk0 -period $clk_period [get_ports {clk}]

set non_clock_inputs [all_inputs -no_clocks]
set_input_delay [expr $clk_period * $clk_io_pct] -clock clk0 $non_clock_inputs
set_output_delay [expr $clk_period * $clk_io_pct] -clock clk0 [all_outputs]
==> /design/flow/design.v <==
`timescale 1ns / 1ps
module ssd_driver(
    input clk,
    input nrst,
    input [8:0] data_in,
    output reg segA, segB, segC, segD, segE, segF, segG,
    output reg sel
    );
    reg  [20:0] delay_ctr2;                          
    localparam [20:0] delay2 = 21'd1_000_000;        
    always @(posedge clk) begin
        if (!nrst) begin
            delay_ctr2 <= 0;
            sel       <= 0;
        end else begin
            if (delay_ctr2 == delay2 - 1) begin
                delay_ctr2 <= 0;
                sel       <= ~sel; 
            end else begin
                delay_ctr2 <= delay_ctr2 + 1;
            end
        end
    end
    reg [4:0] display;                                                       
    always @(*) begin
        case (display)
            5'h00: {segA, segB, segC, segD, segE, segF, segG} = 7'b1111110;    
            5'h01: {segA, segB, segC, segD, segE, segF, segG} = 7'b0110000;    
            5'h02: {segA, segB, segC, segD, segE, segF, segG} = 7'b1101101;    
            5'h03: {segA, segB, segC, segD, segE, segF, segG} = 7'b1111001;    
            5'h04: {segA, segB, segC, segD, segE, segF, segG} = 7'b0110011;    
            5'h05: {segA, segB, segC, segD, segE, segF, segG} = 7'b1011011;    
            5'h06: {segA, segB, segC, segD, segE, segF, segG} = 7'b1011111;    
            5'h07: {segA, segB, segC, segD, segE, segF, segG} = 7'b1110000;    
            5'h08: {segA, segB, segC, segD, segE, segF, segG} = 7'b1111111;    
            5'h09: {segA, segB, segC, segD, segE, segF, segG} = 7'b1111011;    
            5'h0A: {segA, segB, segC, segD, segE, segF, segG} = 7'b1110111;    
            5'h0B: {segA, segB, segC, segD, segE, segF, segG} = 7'b0011111;    
            5'h0C: {segA, segB, segC, segD, segE, segF, segG} = 7'b1001110;    
            5'h0D: {segA, segB, segC, segD, segE, segF, segG} = 7'b0111101;    
            5'h0E: {segA, segB, segC, segD, segE, segF, segG} = 7'b1001111;    
            5'h0F: {segA, segB, segC, segD, segE, segF, segG} = 7'b1000111;    
            5'h10: {segA, segB, segC, segD, segE, segF, segG} = 7'b0000001;    
            5'h11: {segA, segB, segC, segD, segE, segF, segG} = 7'b0010101;    
            5'h12: {segA, segB, segC, segD, segE, segF, segG} = 7'b0000101;    
            5'h13: {segA, segB, segC, segD, segE, segF, segG} = 7'b0001101;    
            default: 
                  {segA, segB, segC, segD, segE, segF, segG} = 7'b0000001;    
        endcase
    end
    wire signed [8:0] data_s = data_in;
    reg [7:0] abs_val;
    always @(*) begin
        if (data_s == -16) begin
            if (sel)
                display = 5'h11;    
            else
                display = 5'h12;    
        end else if (data_s == -17) begin
            if (sel)
                display = 5'h13;    
            else
                display = 5'h0D;    
        end else if (data_s < 0) begin
            abs_val = -data_s;   
            if (abs_val[7:4] == 4'h0) begin
                if (sel)
                    display = 5'h10;                  
                else
                    display = {1'b0, abs_val[3:0]};   
            end else begin
                display = 5'h10;
            end
        end else begin
            if (sel)
                display = {1'b0, data_in[7:4]};   
            else
                display = {1'b0, data_in[3:0]};   
        end
    end
endmodule
==> summary.txt <==
Implementation run completed; key figures follow.

Drt:
- The run puts the length of the first detailed-routing pass in iterations at 4.
- The run puts the DRC violations left at 0.
- In the routed layout, each cell is associated on average with a via count of 4.43.
- Summed over all layers, the routed wires come to 3.58 mm.
- The run gives the count of routing violations after the opening detailed-route iteration as 31.
- The run gives the number of antenna repair diodes as 0.
- The run gives the average wire per standard cell as roughly 11 um.
- The run puts the residual antenna-violating net count after detailed routing at 0.
- The run gives the count of vias placed by the detailed router as between 1000 and 1500.

GRT:
- After global routing the overflow that remains totals 0.
- The run gives the largest net degree at the start of global routing as 21.
- The run gives the number of antenna violations at the first check in global routing as 0.
- The run puts the number of global-route vias before repair at about 1400.
- The run gives the total routing usage reported by global routing as approximately 6.4%.
- The run puts the wire length of the first global-routing pass at roughly 6.5 mm.

Synthesis:
- The run gives the area of the mapped netlist as approximately 0.0018 mm^2.
- The run gives the library cell with the largest summed area after synthesis as sky130_fd_sc_hd__dfxtp_1.
- The run puts the share of flip-flops with an asynchronous set or reset at 0%.
- The run gives the cell count in the Yosys report as 205.
- The run gives the share of the yosys chip area belonging to registers as about 25%.
- The run gives the number of enable-type register cells in the synthesized netlist as 0.
- The run gives the Yosys warning count as 1.
- Among all cell types in the netlist, the one instantiated most often is sky130_fd_sc_hd__nor2_1.
- The run puts the average cell area after synthesis at 8.58 um^2.
- Yosys reports a chip area of between 0.0015 and 0.002 mm^2.
- By area the synthesized netlist is led by sky130_fd_sc_hd__dfxtp_1 25%, sky130_fd_sc_hd__ha_1 7.8%, sky130_fd_sc_hd__xor2_1 7.5%.
- The run gives the leading register cell type out of synthesis as sky130_fd_sc_hd__dfxtp_1.
- The run puts the distinct cell type count after synthesis at approximately 55.
- Yosys reported a register bit count of 22.
- For reference, the top cells by count after synthesis are 31 x sky130_fd_sc_hd__nor2_1, 22 x sky130_fd_sc_hd__dfxtp_1, 15 x sky130_fd_sc_hd__xor2_1.
- The run puts the synthesized netlist cell count at between 200 and 250.
- Yosys reports that the leading cell type by area covers about a quarter of the netlist area.

Hold path:
- The run gives the end point of the most critical hold path as delay_ctr2[0].
- The run gives the path category of the worst min-delay check as flip-flop to flip-flop.
- Hold analysis shows the worst path with a depth of 1.
- STA lists the startpoint of the worst hold path as delay_ctr2[0].

Timing:
- The run puts the final count of pins violating max slew at 0.
- The transition time recorded at the tightest slew-check pin is ~0.76 ns.
- The run gives the total negative slack for setup checks as 0 ns.
- Setup repair after global routing left no endpoint under its margin.
- The worst path in the final design needs a cycle of about 6.0 ns, including I/O delays and setup.
- Per the final timing report, the hold violations number 0.
- The run gives the worst slew margin relative to its limit as approximately half.
- The run gives the maximum clock frequency as about 0.17 GHz.
- The run puts the post-route clock period utilization at 90.5%.
- The run puts the largest clock skew in the final design at approximately 0.0036 ns.
- For this run, the final setup violation count is recorded as 0.

Placement:
- The run puts the global placer's final weighted congestion at roughly 0.85.
- As logged by OpenROAD, the buffers inserted on ports number 18.
- According to the dpl log, the detail-placed design has an HPWL of between 2 and 3 mm.

Critical path:
- In this run the register-to-register setup slack is between 4 and 5 ns.
- The endpoint identified for the worst register-to-register timing path is delay_ctr2[20].
- The data arrival time reported for the critical path is around 4.7 ns.
- The run gives the worst endpoint required time as 5.28 ns.
- The worst setup path is launched from a primary input.
- For the worst flop-to-flop path, the logic depth is 5.
- The critical path is of the primary input to primary output type.
- The run gives the maximum fanout along the worst path as 13.
- STA classifies the critical path endpoint as a primary output.
- STA lists the startpoint of the worst register-to-register path as delay_ctr2[8].

Floorplanning:
- For this configuration, the core starts out at a cell density of around 23%.
- According to the floorplan report, the total die area is about 0.012 mm^2.
- The run puts the core region area at around 0.0076 mm^2.
- The run gives the die span in x as 108 um.
- The run gives the site row count as 32.
- The floorplan step set the die height to 108 um.
- The run puts the number of top-level pins at 19.

Clock tree:
- The run gives the clock latency reported for the late side of the worst-skew pair as between 0.2 and 0.3 ns.
- The run gives the number of buffers inserted by hold repair at cts as 0.
- TritonCTS built the clock tree.
- The run puts the deepest clock path buffer count at 2.
- The run puts the number of sinks driven by the clock tree at 22.
- Looking at the clock tree report, the H-tree level count equals 1.
- The run gives the number of buffers inserted during clock tree synthesis as 3.
- Looking at the clock tree report, the root buffer type is sky130_fd_sc_hd__clkbuf_8.
- The run puts the number of instances resized during post-cts repair at 0.
- Buffers added to address setup during post-CTS repair amount to 0.
- The run gives the clock-pin slew on the worst setup and hold paths as roughly 0.07 ns.

Pwr:
- The run gives the static leakage power as around 0.75 nW.
- IR analysis of the VDD net gives a maximum drop of around 0.088 mV.
- The run puts the power density over cell area at 143 mW/mm^2.

Run status:
- The run finished with clean final reports.

Finish:
- In this run the layout overhead on the synthesized area is reported as 18.6%.
- The run puts the fraction of final layout cells with drive strength greater than 1 at under 10%.
- At the end of the flow the core is filled with cells to 27.3%.
- The layout has about 800 filler cells.

Flow run:
- The run puts the number of warnings in the stage logs at 33.
- The run puts the number of violations of the max-capacitance limit at 0.
## power breakdown
group | total, mW | internal (mW) | switching [mW]
clock | 0.0939 | 0.0530 | 0.0408
sequential | 0.136 | 0.134 | 0.00169
combinational | 0.0682 | 0.0338 | 0.0344
## routing by layer
layer,global-route usage (%),share of wire (%),up-vias,wire [um]
met5,0,0,-,0
met4,0.477,0.36,0,13
met3,0.602,3.2,2,116
met2,10.6,46,21,1660
met1,9.27,50,652,1790
li1,-,-,757,-
## worst max path at each step
stage,cells past startpoint,slack (ns),end,start
CTS,9,0.58,segB,data_in[8]
global route,10,0.35,segG,data_in[8]
finish,10,0.63,segG,data_in[8]
## area by class of cell
type                            count  area (um^2)  share of cell area (%)
Multi-Input combinational cell    163         1230                    59.0
Sequential cell                    22          440                    21.1
Timing Repair Buffer               18          180                    8.64
Tap cell                          102          128                    6.12
Clock buffer                        4         55.1                    2.64
Inverter                           14         52.6                    2.52
## worst max-delay path, cell delays in order
cell and delay, ns:
sky130_fd_sc_hd__clkdlybuf4s50_1 0.79, sky130_fd_sc_hd__nand4_1 0.34, sky130_fd_sc_hd__nor2_1 0.32, sky130_fd_sc_hd__nor2_1 0.11, sky130_fd_sc_hd__o41ai_4 0.42, sky130_fd_sc_hd__inv_2 0.13
sky130_fd_sc_hd__ha_1 0.24, sky130_fd_sc_hd__mux2_1 0.29, sky130_fd_sc_hd__a22oi_1 0.20, sky130_fd_sc_hd__clkdlybuf4s50_1 0.50
## registers in the layout, indices dropped and copies added, names as in the netlist
signal and cells:
sel 1, delay_ctr2 21
## stage by stage
stage	hold slack, ns	total power [mW]	instance area [um^2]	std cells	setup slack, ns
finish	0.480	0.298	2090	323	0.625
CTS	0.491	0.304	2090	323	0.577
global route	0.544	0.315	2090	323	0.347
global placement	0.464	0.208	2030	319	0.603
detailed placement	0.473	0.208	2030	319	0.577
floorplan	0.442	0.181	1760	205	1.99
## cell families after synthesis
| kind of cell | share of synthesized area (%) |
|---|---|
| AOI/OAI and AO/OA | 18.0 |
| buffers and inverters | 5.05 |
| muxes | 4.34 |
| xor gates and xnor gates | 10.5 |
| adders and majority gates | 7.82 |
| and+or+nand+nor | 29.3 |
| DFF | 25.0 |
## layout by cell type, fill, tap and decap left out, types with 2 or more instances in the layout
cell / Yosys / final
sky130_fd_sc_hd__a21oi_1: 3 / 3
sky130_fd_sc_hd__a221oi_1: 3 / 3
sky130_fd_sc_hd__a22oi_1: 2 / 2
sky130_fd_sc_hd__and2_1: 4 / 4
sky130_fd_sc_hd__and3_1: 4 / 4
sky130_fd_sc_hd__and4_1: 2 / 2
sky130_fd_sc_hd__clkbuf_8: 0 / 4
sky130_fd_sc_hd__clkdlybuf4s50_1: 0 / 18
sky130_fd_sc_hd__dfxtp_1: 22 / 22
sky130_fd_sc_hd__ha_1: 11 / 11
sky130_fd_sc_hd__inv_1: 13 / 13
sky130_fd_sc_hd__mux2i_1: 5 / 5
sky130_fd_sc_hd__nand2_1: 8 / 8
sky130_fd_sc_hd__nand2b_1: 2 / 2
sky130_fd_sc_hd__nand3_1: 9 / 9
sky130_fd_sc_hd__nand4_1: 5 / 5
sky130_fd_sc_hd__nor2_1: 31 / 31
sky130_fd_sc_hd__nor2_4: 2 / 2
sky130_fd_sc_hd__nor2b_1: 4 / 4
sky130_fd_sc_hd__nor3_1: 7 / 7
sky130_fd_sc_hd__nor4_1: 2 / 2
sky130_fd_sc_hd__o21a_1: 2 / 2
sky130_fd_sc_hd__o21ai_0: 5 / 5
sky130_fd_sc_hd__o22ai_1: 3 / 3
sky130_fd_sc_hd__o2bb2ai_1: 2 / 2
sky130_fd_sc_hd__xnor2_1: 6 / 6
sky130_fd_sc_hd__xor2_1: 15 / 15
No activity file was given, so power comes from the tool's default toggle rates.
